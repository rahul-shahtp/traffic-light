==> /design/flow/design.v <==
`timescale 1ns / 1ps
module trafficlight_controller (
    input clock,
    input clear,
    input x,      
    output reg [1:0] hwy,  
    output reg [1:0] road  
);
    localparam [1:0] RED = 2'b00,
                     GREEN = 2'b01,
                     YELLOW = 2'b10;
    localparam [2:0] S0 = 0,   
                     S1 = 1,   
                     S2 = 2,   
                     S3 = 3,   
                     S4 = 4;   
    reg [2:0] state;
    reg [2:0] delay;
    always @(posedge clock) begin
        if (clear) begin
            state <= S0;   
            delay <= 0;
        end
        else begin
            case (state)
                S0: begin   
                    if (x)   
                        state <= S1;  
                end
                S1: begin   
                    if (delay == 2) begin   
                        state <= S2;   
                        delay <= 0;    
                    end
                    else
                        delay <= delay + 1;
                end
                S2: begin   
                    if (delay == 1) begin   
                        state <= S3;   
                        delay <= 0;
                    end
                    else
                        delay <= delay + 1;
                end
                S3: begin   
                    if (!x)   
                        state <= S4;   
                end
                S4: begin   
                    if (delay == 2) begin   
                        state <= S0;   
                        delay <= 0;
                    end
                    else
                        delay <= delay + 1;
                end
                default: state <= S0;   
            endcase
        end
    end
    always @(*) begin
        hwy = GREEN;
        road = RED;
        case (state)
            S0: begin   
                hwy = GREEN;
                road = RED;
            end
            S1: begin   
                hwy = YELLOW;
                road = RED;
            end
            S2: begin  
                hwy = RED;
                road = RED;
            end
            S3: begin   
                hwy = RED;
                road = GREEN;
            end
            S4: begin   
                hwy = RED;
                road = YELLOW;
            end
        endcase
    end
endmodule
==> /design/flow/run.sh <==
#!/bin/bash
# OpenROAD 26Q1-2900-gdf79404cd8, Yosys 0.63+post, stock flow scripts
make -C /OpenROAD-flow-scripts/flow DESIGN_CONFIG=/design/flow/config.mk WORK_HOME=/design/flow/orfs finish
==> /design/flow/config.mk <==
export PLATFORM = sky130hd
export DESIGN_NAME = trafficlight_controller
export DESIGN_NICKNAME = trafficlight_controller
export VERILOG_FILES = /design/flow/design.v
export SDC_FILE = /design/flow/constraint.sdc
export NUM_CORES = 4
export LEC_CHECK = 1
export CORE_AREA = 10 10 70 70
export DIE_AREA = 0 0 80 80
==> /design/flow/constraint.sdc <==
current_design trafficlight_controller

set clk_period 1.3
set clk_io_pct 0.2

create_clock -name clk0 -period $clk_period [get_ports {clock}]

set non_clock_inputs [all_inputs -no_clocks]
set_input_delay [expr $clk_period * $clk_io_pct] -clock clk0 $non_clock_inputs
set_output_delay [expr $clk_period * $clk_io_pct] -clock clk0 [all_outputs]
==> impl_metrics.json <==
{
  "status": "complete, no violations",
  "grt_max_degree": 9,
  "common_cells": "8 x dfxtp_1, 6 x nor2_1, 3 x o21ai_0",
  "fp-row-count": 21,
  "hold_violations": 0,
  "ys_area_um2": 373,
  "cp_num_buf_inv": 2,
  "core_area_um2": 3420,
  "synth_area_per_cell_um2": 8.47,
  "clkTransAtPathRegs_ns": 0.05,
  "initial_core_util": 0.109,
  "syn_inst": 44,
  "wirelength_um": 981,
  "skew_ns": 0.00634,
  "htreeDepth": 1,
  "switching_power_w": 0.000138,
  "criticalPathCategory": "reg -> out",
  "irDropWorstVdd_uv": 665,
  "wl_per_cell_um": 9.62,
  "crit_chain": "buf_6 -> dlygate4sd2_1",
  "cp-start-kind": "register",
  "critPathCaptureType": "primary output",
  "drc": 0,
  "rsz0062_at_grt": "no",
  "firstDrtPassIters": 4,
  "final_util": 0.167,
  "clock_sinks": 8,
  "worst-endpoint-required_ns": 1.04,
  "finalSetupViolations": 0,
  "synth-async-reset-ratio": 0,
  "place_congestion": 0.797,
  "edf_count": 0,
  "diodes": 0,
  "ys.flops": 8,
  "boundaryPins": 7,
  "cts.path.max_buffers": 2,
  "port_buffers": 6,
  "fin_crit_sh": 0.934,
  "yosys_warnings": 1,
  "cts_tree": "built",
  "topCellsByArea": "dfxtp_1 43%, nor2_1 6.0%, and3b_1 4.7%",
  "syn_to_final_growth_pct": 53.0,
  "ctsRootBufferMaster": "clkbuf_4",
  "synth.yosys.seq_area_share": 0.430,
  "powerDensity_nw_per_um2": 948,
  "arrival_ns": 0.95,
  "drv_slew": 0,
  "grt_use_total": 0.0321,
  "syn_area_um2": 373,
  "hold_class": "reg -> reg",
  "dr_total_vias": 359,
  "top_area_frac": 0.430,
  "flop_cell": "dfxtp_1",
  "die_w_um": 80,
  "power_frac_seq": 0.504,
  "die_h_um": 80,
  "power_frac_comb": 0.128,
  "tightestPinTransition_ns": 0.309,
  "detail_route.vias_per_cell": 3.52,
  "grt_first_pass_wirelength_um": 1680,
  "max_slew_margin": 0.793,
  "synth.distinct_cells": 22,
  "p_sw_frac": 0.256,
  "power.internal_w": 0.000403,
  "n_fill_cell": 390,
  "drt_iter0_drc": 20,
  "grt_pass1_vias": 367,
  "ys_cells": 44,
  "p_leak_nw": 0.219,
  "dieArea_um2": 6400,
  "p_total_w": 0.000541,
  "drtAntennaViolNets": 0,
  "cpMaxStageDelayCell": "dfxtp_2",
  "fmax_ghz": 0.823,
  "crit_family": "buffers and inverters",
  "grt_overflow": 0,
  "drv_cap": 0,
  "numCtsBuffers": 3,
  "tool_warnings": 26,
  "synth_top_cell_by_count": "dfxtp_1",
  "crit_fanout": 6,
  "finalCriticalPeriod_ns": 1.21,
  "p_clk_frac": 0.369,
  "layout-drive-gt1-share": 0.304,
  "dp_hpwl_um": 650,
  "clock_latency_ns": 0.26,
  "synth_area_leader_cell": "dfxtp_1",
  "antenna_found_initial": 0,
  "slowest_delay_ns": 0.33
}
-- worst reg2reg max path, cell delays in order, from the launching register on --
cell      delay (ns)
dfxtp_2         0.33
buf_6           0.11
buf_4           0.15
o311ai_4        0.26
xor2_1          0.17
nor2_1          0.05
-- layout by cell type, fill, tap and decap left out --
cell type	n
or3b_4	1
a31oi_1	1
o311ai_4	1
buf_6	2
dfxtp_2	3
nor2b_1	1
clkdlybuf4s50_1	2
buf_2	1
nor3_1	2
o21bai_1	1
nor4_2	1
o21ai_0	3
nand3_1	1
inv_1	2
and3b_1	2
a21oi_1	2
xor2_1	2
clkbuf_4	3
a22oi_1	2
nand2_1	2
nor2_1	6
or3b_1	1
buf_4	5
o31a_1	1
dlygate4sd2_1	3
dfxtp_1	5
-- area by class of cell --
type,instances,area (µm²),share of cell area
Timing Repair Buffer,13,111,0.195
Inverter,2,7.51,0.0132
Clock buffer,3,22.5,0.0395
Tap cell,46,57.6,0.101
Multi-Input combinational cell,30,208,0.364
Sequential cell,8,164,0.287
-- flip-flops by register name (all words and copies together), names as in the netlist --
name and cells:
delay 3, state 5
-- repair_timing --
item | in CTS | in global routing
hold buffers | 0 | 0
gates resized | 12 | 3
buffers inserted | 2 | 0
pin swaps | 0 | 1
setup endpoints to repair | 4 | 1
-- power groups by stage --
stage	logic (W)	clock network (W)	registers, W
4_1_cts	0.0000659	0.000205	0.000270
6_report	0.0000690	0.000199	0.000272
5_1_grt	0.0000767	0.000223	0.000275
-- through the flow --
stage	TNS, ns	hold WS (ns)	setup slack (ns)	std cells	instance area (µm²)
detailed placement	-0.0303	0.471	-0.0303	97	507
CTS	-0.00169	0.487	-0.00169	102	553
global route	0	0.544	0.0357	102	571
floorplan	0	0.421	0.135	44	373
finish	0	0.483	0.0852	102	571
global placement	-0.0204	0.454	-0.0204	97	507
-- layer usage --
metal / track usage / part of all wire / vias to the layer above
met1: 0.0369 / 0.44 / 171
met4: 0.00528 / 0 / 0
met5: 0 / 0 / -
met2: 0.0482 / 0.45 / 10
met3: 0.0227 / 0.11 / 0
li1: - / - / 178
-- logic make-up (layout without fill, tap and decap cells) --
| logic type | Yosys count | count (layout) | share of synthesized area |
|---|---|---|---|
| DFF | 8 | 8 | 0.430 |
| and+or+nand+nor | 17 | 17 | 0.255 |
| buffers and inverters | 6 | 18 | 0.0772 |
| xor gates and xnor gates | 2 | 2 | 0.0470 |
| AOI/OAI and AO/OA | 11 | 11 | 0.191 |
-- worst paths after layout --
| kind | end | cells past startpoint | slack, ns | start |
|---|---|---|---|---|
| hold / removal | state[0] | 2 | 0.48 | state[0] |
| setup / recovery | road[1] | 2 | 0.09 | state[1] |
| setup reg to reg | delay[2] | 5 | 0.12 | state[3] |
| hold reg to reg | state[0] | 2 | 0.48 | state[0] |
Power figures rest on the tool's default switching activity, not on a simulated workload.
